<file path="/design/flow/config.mk">
export PLATFORM = sky130hd
export DESIGN_NAME = alu
export DESIGN_NICKNAME = alu
export VERILOG_FILES = /design/flow/design.v
export SDC_FILE = /design/flow/constraint.sdc
export NUM_CORES = 4
export LEC_CHECK = 1
export CORE_UTILIZATION = 30
</file>
<file path="/design/flow/constraint.sdc">
current_design alu

set clk_period 1.0
set clk_io_pct 0.2

create_clock -name clk0 -period $clk_period [get_ports {i_clk}]

set non_clock_inputs [all_inputs -no_clocks]
set_input_delay [expr $clk_period * $clk_io_pct] -clock clk0 $non_clock_inputs
set_output_delay [expr $clk_period * $clk_io_pct] -clock clk0 [all_outputs]
</file>
<file path="/design/flow/design.v">
module alu #(
    parameter INT_W  = 3,
    parameter FRAC_W = 5,
    parameter INST_W = 3,
    parameter DATA_W = INT_W + FRAC_W
)(
    input                   i_clk,
    input                   i_rst_n,
    input                   i_valid,
    input signed [ DATA_W-1 : 0 ] i_data_a,
    input signed [ DATA_W-1 : 0 ] i_data_b,
    input  [ INST_W-1 : 0 ] i_inst,
    output                  o_valid,
    output [ DATA_W-1 : 0 ] o_data,
    output                  o_overflow
);
localparam OP_ADD  = 3'b000;
localparam OP_SUB  = 3'b001;
localparam OP_MUL  = 3'b010;
localparam OP_OR   = 3'b011;
localparam OP_XOR  = 3'b100;
localparam OP_RELU = 3'b101;
localparam OP_MEAN = 3'b110;
localparam OP_MIN  = 3'b111;
reg  [  DATA_W-1:0] o_data_w, o_data_r;
reg                 o_valid_w, o_valid_r;
reg                 o_overflow_w, o_overflow_r;
wire [  DATA_W  :0] add_result;
wire                add_overflow;
wire [  DATA_W  :0] sub_result;
wire                sub_overflow;
wire [2*DATA_W-1:0] mul_result_temp;
wire [2*INST_W+FRAC_W-1:0] mul_result;
wire                mul_carryin;
wire                mul_overflow;
wire [  DATA_W-1:0] or_result;
wire [  DATA_W-1:0] xor_result;
wire [  DATA_W-1:0] relu_result;
wire [  DATA_W-1:0] mean_result;
wire [  DATA_W-1:0] min_result;
assign o_valid = o_valid_r;
assign o_data = o_data_r;
assign o_overflow = o_overflow_r;
assign add_result = {i_data_a[DATA_W-1], i_data_a} + {i_data_b[DATA_W-1], i_data_b};
assign add_overflow = add_result[DATA_W] ^ add_result[DATA_W-1];
assign sub_result = {i_data_a[DATA_W-1], i_data_a} - {i_data_b[DATA_W-1], i_data_b};
assign sub_overflow = sub_result[DATA_W] ^ sub_result[DATA_W-1];
assign mul_result_temp = {{DATA_W{i_data_a[DATA_W-1]}}, i_data_a} * {{DATA_W{i_data_b[DATA_W-1]}}, i_data_b};
assign mul_carryin  = mul_result_temp[FRAC_W-1];
assign mul_result = mul_result_temp[2*DATA_W-1:FRAC_W] + {{2*INST_W+FRAC_W-1{1'b0}}, mul_carryin};
assign mul_overflow = ~( ~|mul_result[2*INST_W+FRAC_W+-1:DATA_W-1] | &mul_result[2*INST_W+FRAC_W+-1:DATA_W-1] );
assign or_result    = i_data_a | i_data_b;
assign xor_result   = i_data_a ^ i_data_b;
assign relu_result  = i_data_a[DATA_W-1] ? {DATA_W{1'b0}} : i_data_a;
assign mean_result = add_result[DATA_W:1];
assign min_result   = (i_data_a < i_data_b) ? i_data_a : i_data_b;
always@(*) begin
    case (i_inst)
        OP_ADD: begin
            o_data_w = add_result[DATA_W-1:0];
            o_overflow_w = add_overflow;
            o_valid_w = 1'b1;
        end
        OP_SUB: begin
            o_data_w = sub_result[DATA_W-1:0];
            o_overflow_w = sub_overflow;
            o_valid_w = 1'b1;
        end
        OP_MUL: begin
            o_data_w = mul_result[DATA_W-1:0];
            o_overflow_w = mul_overflow;
            o_valid_w = 1'b1;
        end
        OP_OR: begin
            o_data_w = or_result;
            o_overflow_w = 1'b0;
            o_valid_w = 1'b1;
        end
        OP_XOR: begin
            o_data_w = xor_result;
            o_overflow_w = 1'b0;
            o_valid_w = 1'b1;
        end
        OP_RELU: begin
            o_data_w = relu_result;
            o_overflow_w = 1'b0;
            o_valid_w = 1'b1;
        end
        OP_MEAN: begin
            o_data_w = mean_result;
            o_overflow_w = 1'b0;
            o_valid_w = 1'b1;
        end
        OP_MIN: begin
            o_data_w = min_result;
            o_overflow_w = 1'b0;
            o_valid_w = 1'b1;
        end
    endcase
end
always@(posedge i_clk or negedge i_rst_n) begin
    if(!i_rst_n) begin
        o_data_r <= 0;
        o_overflow_r <= 0;
        o_valid_r <= 0;
    end else begin
        o_data_r <= o_data_w;
        o_overflow_r <= o_overflow_w;
        o_valid_r <= o_valid_w;
    end
end
endmodule
</file>
<file path="/design/flow/run.sh">
#!/bin/bash
# OpenROAD 26Q1-2900-gdf79404cd8, Yosys 0.63+post, stock flow scripts
make -C /OpenROAD-flow-scripts/flow DESIGN_CONFIG=/design/flow/config.mk WORK_HOME=/design/flow/orfs finish
</file>
==> results.sh <==
# implementation run metrics
export IMPL_port_buffers=30
export IMPL_ys_warn_count=1
export IMPL_grt_pass1_vias=4693
export IMPL_numSynthFlops=10
export IMPL_clockRootBuffer="clkbuf_16"
export IMPL_swShare=0.452
export IMPL_grt_pass1_wl_mm=23.4
export IMPL_wirelength_mm=14.4
export IMPL_cap_viol_max_count=0
export IMPL_tritoncts="built"
export IMPL_area_of_the_core_um2=14600
export IMPL_clkPwrFrac=0.037
export IMPL_largest_net_degree_at_the_start_of_global_routing=15
export IMPL_p_switching_uw=10000
export IMPL_route_vias_total=4771
export IMPL_routed_wire_length_per_instance_um=14.8
export IMPL_boundaryPins=32
export IMPL_violation_count_after_the_first_detailed_routing_iteration=276
export IMPL_max_slew_margin=0.599
export IMPL_pwr_share_seq=0.025
export IMPL_antennaDiodeCount=0
export IMPL_synth_avg_cell_area_um2=8.01
export IMPL_cp_launch_type="primary input"
export IMPL_post_layout_min_period_ns=4.75
export IMPL_dp_hpwl_mm=11.8
export IMPL_cts_root_to_sink_buffers=2
export IMPL_synthesis_area_um2=4500
export IMPL_overflow=0
export IMPL_arrival_ns=4.88
export IMPL_timing_worst_slew_pin_value_ns=0.599
export IMPL_failing_checks="setup timing"
export IMPL_p_total_uw=22200
export IMPL_path_max_fanout=4
export IMPL_clock_pin_slew_of_the_registers_on_the_worst_case_setup_and_hold_paths_ns=0.05
export IMPL_postRouteAntennaNets=0
export IMPL_initial_utilization=0.308
export IMPL_h_tree_depth=1
export IMPL_preCtsSetupSlack_ns=-4.50
export IMPL_synth_async_sr_flop_share=1.00
export IMPL_wl_met3_um=839
export IMPL_p_int_uw=12100
export IMPL_final_area_um2=7500
export IMPL_rsz_0062_raised_after_global_routing="true"
export IMPL_clkSinkCount=10
export IMPL_comb_power_share=0.938
export IMPL_finalWorstSetupSlack_ns=-3.75
export IMPL_drc=0
export IMPL_power_density_cell_area_nw_per_um2=2960
export IMPL_outcome="finished, violations left"
export IMPL_end_kind="flop"
export IMPL_yosysSeqAreaShare=0.0556
export IMPL_path_class="primary input to flop"
export IMPL_cp_slowest_stage_delay_ns=0.54
export IMPL_gp_congestion=0.954
export IMPL_numCtsBuffers=3
export IMPL_critical_path_required_ns=1.13
export IMPL_drive_gt1_frac=0.461
export IMPL_ir_drop_mv=2.24
export IMPL_groute_usage_overall=0.190
export IMPL_ys_flop_type="dfrtp_1"
export IMPL_warnings=47
export IMPL_route_layer_met1_wl_mm=6.96
export IMPL_hold_viol_final=0
export IMPL_timing_final_max_slew_violations=0
export IMPL_gate_count_after_technology_mapping=562
export IMPL_chip_area_um2=15500
export IMPL_routed_via_density=4.90
export IMPL_yosys_stat_area_um2=4500
export IMPL_die_height_um=124
export IMPL_ys_types=66
export IMPL_power_leakage_uw=0.00354
export IMPL_antenna_violations_before_repair=0
export IMPL_num_rows=44
export IMPL_worstHoldPathType="primary input to async pin"
export IMPL_area_growth_synth_to_final_pct=66.6
export IMPL_routed_wl_met2_mm=6.45
export IMPL_top_layer_used="met4"
export IMPL_finalCritPeriodShare=4.75
export IMPL_firstDrtPassIters=5
export IMPL_setup_violations_final=9
export IMPL_cells_along_the_critical_path="buf_8 -> buf_6 -> clkinv_8 -> buf_8 -> nor2_4 -> fa_1 -> inv_1 -> fa_1 -> inv_2 -> fa_1 -> inv_2 -> fa_2 -> inv_2 -> ha_4 -> o21ai_4 -> o21a_1 -> o21bai_1 -> xor2_1 -> buf_4 -> and3_4 -> nand2_4 -> xnor2_4 -> o211a_1 -> o32a_1"
export IMPL_die_width_um=124
export IMPL_number_of_synthesized_flops_with_an_enable_pin=0
export IMPL_clock_fmax_mhz=210
export IMPL_synth_stat_cells=562
export IMPL_n_fill_cell=1270
export IMPL_crit_slowest_cell="fa_1"
export IMPL_place_area_um2=6600
## through the flow
step / instances / setup TNS (ns) / utilization / hold slack, ns
after floorplan: 562 / -28.20 / - / -0.0956
after global placement: 934 / -36.96 / 0.452 / 0.510
after detailed placement: 934 / -37.20 / 0.452 / 0.511
after CTS: 962 / -30.89 / 0.494 / 0.252
after global routing: 973 / -31.46 / 0.514 / 0.268
final: 973 / -30.13 / 0.514 / 0.248
## Yosys cell counts, types with 6 or more instances
library cell | n | area, µm²
dfrtp_1 | 10 | 250
fa_1 | 56 | 1120
nor3_1 | 6 | 30.0
xor2_1 | 9 | 78.8
a21o_1 | 7 | 52.6
nand3_1 | 7 | 35.0
a211oi_1 | 8 | 60.1
clkbuf_1 | 15 | 56.3
o21ai_0 | 17 | 85.1
ha_1 | 56 | 701
nor2_1 | 63 | 236
mux2i_1 | 8 | 80.1
a21oi_1 | 24 | 120
xnor2_1 | 23 | 201
nand2_1 | 44 | 165
inv_1 | 105 | 394
## registers in the layout, summed over array words and instances, names as in the netlist
name          flops
o_overflow_r      1
o_data_r          8
o_valid_r         1
## final cells by class
type,instances,area [µm²],share of cell area
Multi-Input combinational cell,426,4460,0.595
Timing Repair Buffer,240,1990,0.265
Inverter,109,480,0.0641
Sequential cell,10,250,0.0334
Tap cell,184,230,0.0307
Clock buffer,4,88.8,0.0118
## routing by layer
metal  GRT usage  vias to the layer above
met1       0.309                     2314
met2       0.283                      124
met5           0                        -
li1            -                     2324
met3      0.0280                        9
met4      0.0113                        0
## how the worst max path moves through the flow
| stage | to | slack (ns) | startpoint |
|---|---|---|---|
| 4_1_cts | o_overflow_r | -3.79 | i_data_a[7] |
| 5_1_grt | o_overflow_r | -3.93 | i_data_a[4] |
| 6_report | o_data_r[7] | -3.75 | i_data_a[4] |
## cell families (layout without fill, tap and decap cells)
kind of cell	count (synthesis)	after routing	share of synthesized area
adder cells (fa/ha/maj)	112	112	0.405
multiplexers	8	8	0.0178
other	1	1	0.000833
buffers and inverters	126	353	0.106
AND/OR/NAND/NOR	152	152	0.154
AND-OR/OR-AND	121	121	0.199
flip-flops	10	10	0.0556
XOR/XNOR	32	32	0.0623
## cells in the final DEF (no fill, tap or decap), types with 6 or more instances in the layout
master	netlist	final
buf_4	0	186
inv_1	105	74
fa_1	56	50
nor2_1	63	45
ha_1	56	38
nand2_1	44	37
buf_6	0	24
inv_2	0	22
xnor2_1	23	21
a21oi_1	24	20
ha_4	0	15
o21ai_0	17	11
nor2_4	0	10
dfrtp_1	10	10
clkdlybuf4s15_1	0	9
nor2_2	0	8
mux2i_1	8	8
buf_2	2	8
a21o_1	7	7
o21ai_1	4	6
fa_2	0	6
## power groups by stage
stage	clock network, µW	registers, µW	logic, µW
4_1_cts	841	556	18200
5_1_grt	869	563	22400
6_report	826	552	20800
## critical path, delay by kind of cell
| kind | cells | cell delay, ns |
|---|---|---|
| and+or+nand+nor | 3 | 0.29 |
| buffers and inverters | 9 | 0.67 |
| adders and majority gates | 5 | 2.31 |
| xor gates and xnor gates | 2 | 0.38 |
| AOI/OAI and AO/OA | 5 | 1.00 |
## timing repair
item	4_1_cts	5_1_grt
setup endpoints to repair	19	9
pin swaps	63	64
hold buffers	0	0
endpoints found under the hold margin	0	0
gates cloned	1	0
buffers inserted	24	13
gates resized	157	69
Power and IR drop assume default switching activity.
